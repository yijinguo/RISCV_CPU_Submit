`/design/flow/config.mk`:
```
export PLATFORM = sky130hd
export DESIGN_NAME = regfile
export DESIGN_NICKNAME = regfile
export VERILOG_FILES = /design/flow/design.v
export SDC_FILE = /design/flow/constraint.sdc
export NUM_CORES = 4
export LEC_CHECK = 1
export CORE_UTILIZATION = 40
```
`/design/flow/constraint.sdc`:
```
current_design regfile

set clk_period 18.4
set clk_io_pct 0.2

create_clock -name clk0 -period $clk_period [get_ports {clk_in}]

set non_clock_inputs [all_inputs -no_clocks]
set_input_delay [expr $clk_period * $clk_io_pct] -clock clk0 $non_clock_inputs
set_output_delay [expr $clk_period * $clk_io_pct] -clock clk0 [all_outputs]
```
`/design/flow/design.v`:
```
module regfile #(
    parameter REG_SIZE = 32
)(
    input   wire        clk_in,
    input   wire        rst_in,
    input   wire        rdy_in,
    input   wire        query,
    input   wire        reorder,
    input   wire [ 4:0] reorder_entry,
    input   wire [ 4:0] reorder_rd,
    input   wire        modify, 
    input   wire [ 4:0] modify_entry,
    input   wire [ 4:0] modify_index,
    input   wire [31:0] modify_value, 
    output  wire [ 4:0] query_entry,
    output  wire [31:0] query_value   
);
reg [31:0] register[REG_SIZE-1:0];   
reg [4:0] reg_entry[REG_SIZE-1:0];
reg busy[REG_SIZE-1:0];
assign query_entry = (query && busy[modify_index]) ? reg_entry[modify_index] : 0;
assign query_value = (query && !busy[modify_index]) ? register[modify_index] : 0;
integer i;
always @(posedge clk_in) begin
    if (rst_in) begin
        for (i=0;i<REG_SIZE;i=i+1) begin
            register[i]<=0;
            reg_entry[i]<=0;
            busy[i] <= 0;
        end
    end
    else if (!rdy_in) begin
    end
    else begin
        if (reorder) begin
            reg_entry[reorder_rd] <= reorder_entry;
            busy[reorder_rd] <= 1'b1;
        end
        if (modify) begin
            register[modify_index] <= modify_value;
            if (modify_entry == 1'b0) begin
                reg_entry[modify_index] <= 5'b0;
                busy[modify_index] <= 1'b0;
            end
            else if (reg_entry[modify_index] != modify_entry) begin
                reg_entry[modify_index] <= modify_entry;
                busy[modify_index] <= 1'b1;
            end
        end 
    end
end
endmodule
```
`/design/flow/run.sh`:
```
#!/bin/bash
# OpenROAD 26Q1-2900-gdf79404cd8, Yosys 0.63+post, stock flow scripts
make -C /OpenROAD-flow-scripts/flow DESIGN_CONFIG=/design/flow/config.mk WORK_HOME=/design/flow/orfs finish
```
==> results.yml <==
# physical design summary
global_routing:
  grt_usage_pct: 28.52
  grt_max_degree: 135
  grt_pass1_vias: 37479
  overflow: 0
  grt_pass1_wl_mm: 267.4
  antenna_found_initial: 6
yosys:
  synth-seq-cells: 1216
  syn_avg_cell_area_um2: 14.63
  yosysUniqueCellTypes: 51
  synth-async-reset-ratio_pct: 0
  yosysChipArea_um2: 56710
  yosysWarnings: 1
  synth_seq_share_pct: 63.83
  edf_count: 1184
  syn_area_um2: 56710
  ys_cells: 3876
  ff_type: "edfxtp_1"
  synth_cells: 3876
detailed_routing:
  drc: 0
  dr.first_iter.drc_count: 2990
  vias_per_cell: 6.359
  final_antenna_net_count: 0
  vias: 36241
  wl_per_cell_um: 32.76
  first_pass_iters: 7
  wl_mm: 186.7
critical_path:
  crit_fanout: 56
  crit-reg2reg-launch: "reg_entry[9][2]"
  critPathRequiredTime_ps: 14720
  critPathArrivalTime_ps: 8090
  cp-end-kind: "output port"
  ff2ff_path_depth: 9
  worstSetupStartpointType: "primary input"
  rr_endpoint: "reg_entry[28][2]"
  crit_type: "in2out"
  rrSetupSlack_ps: 13620
timing:
  fin_crit_ps: 11770
  finClkSkew_ps: 13.14
  rsz0062_at_grt: "no"
  setup_viol: 0
  finalSetupTns_ps: 0
  worstMarginPinSlew_ps: 1065
  slew_headroom_pct: 28.75
  slew_violations: 0
  hold_violations: 0
  max_freq_ghz: 0.08496
  finalCritPeriodShare_pct: 63.97
cells_and_area:
  nFillCells: 11993
  mostFrequentLayoutCell: "edfxtp_1"
  logic_area_um2: 18680
  area_growth_pct: 11.23
  stdcell_count: 5699
  drive_gt1_share_pct: 16.37
  fin_area_um2: 63070
  final_core_utilization_pct: 45.04
  mostFrequentLayoutCells: "1,184 x edfxtp_1, 1,030 x and3_1, 264 x mux4_2"
  flop_area_um2: 36190
worst_hold_path:
  hold_end: "busy[11]"
  hold_class: "reg2reg"
  hold_path_depth: 2
  hp-start: "busy[11]"
place:
  hpwlAfterDp_mm: 96.25
  dpl_cell_area_um2: 59150
  gp_congestion: 0.9525
  place.port_buffers: 94
  placed_cells: 5462
clocking:
  cts_sinks: 1216
  cts_max_path_buffers: 3
  clkTransAtPathRegs_ps: 50
  cts_tree: "yes"
  ctsHoldBuffers: 0
  cts_root_buffer: "clkbuf_16"
  cts_setup_buffers: 0
  clkLatencyLatePin_ps: 760
  cts_buffers: 131
  cts.repair.resized: 0
  h-tree-depth: 4
floorplan:
  die_area_um2: 143300
  die_h_um: 378.5
  row_count: 137
  fp_util_pct: 40.49
  core_area_um2: 140000
  io_pins: 95
  fp.dieW_um: 378.5
power:
  p_leak_nw: 24.45
  p_total_mw: 6.196
  powerDensity_nw_per_um2: 98.23
  ir_worst_vdd_mv: 0.08804
job:
  log.warning_count: 41
  max_cap_viol_count: 0
run_status:
  status: "completed"
-- state kept, by name (all words and copies together) (netlist names) --
register   count
register    1024
reg_entry    160
busy          32
-- critical path, stage by stage --
cell and delay, ps:
buf_8 420, buf_4 700, buf_4 710, buf_4 660, mux4_2 340, o22ai_1 70, or4_1 570, nor2_1 250
clkdlybuf4s50_1 530
-- area by class of cell --
type / instances / area share, %
flip-flops and latches: 1216 / 57.39
clock inverters: 56 / 0.6090
diodes: 4 / 0.01587
multi-input cells: 2156 / 29.62
inverters: 3 / 0.01785
clock buffers: 177 / 5.588
well taps: 1876 / 3.721
repair buffers: 211 / 3.039
-- power breakdown --
| part | total, mW | switching [mW] | internal (mW) |
|---|---|---|---|
| logic | 0.521 | 0.350 | 0.172 |
| clock network | 2.47 | 1.09 | 1.37 |
| registers | 3.21 | 0.0359 | 3.17 |
-- metal layers --
metal | GRT usage [%] | vias up | wire (um)
li1 | - | 15328 | -
met1 | 35.60 | 17712 | 62320
met2 | 39.76 | 2744 | 83330
met3 | 21.61 | 434 | 33800
met4 | 8.235 | 23 | 6928
met5 | 1.681 | - | 314
-- kinds of logic (layout without fill, tap and decap cells) --
group	count (synthesis)	count (layout)	synth area share (%)
compound gates	476	476	6.611
xor+xnor	1	1	0.01545
buf+inv	504	447	3.612
flops	1216	1216	63.83
mux	344	344	11.90
other cells	0	4	0
simple gates	1335	1335	14.04
-- stage by stage --
step | worst slack (ps) | hold WS (ps)
after detailed placement | 6511 | 534.9
after floorplan | 8669 | 499.9
after CTS | 6494 | 544.4
final | 6630 | 548.8
after global placement | 6476 | 524.6
after global routing | 6239 | 577.1
-- worst max-delay path by stage --
stage,startpoint,to,slack [ps]
after CTS,modify_index[0],query_value[5],6490
after global routing,modify_index[0],query_value[12],6240
final,modify_index[0],query_value[12],6630
-- cells in the mapped netlist, types with 6 or more instances --
master     instances  area (um^2)
clkbuf_1         424         1592
a21oi_1           18        90.09
and3_1          1032         6456
a211o_1           32        280.3
or3_1              6        37.54
nor2_1           115        431.7
dfxtp_1           32        640.6
o21ai_2           14        122.6
edfxtp_1        1184        35550
mux2i_1           80        800.8
buf_2             52        260.3
o21ai_1           18        90.09
o32ai_1            7        61.31
nor3_1             7        35.03
buf_4              6        45.04
or4bb_1            6        67.56
o22ai_1          169         1057
mux4_2           264         5946
a32o_1           152         1521
a21o_1            24        180.2
buf_1              9        33.78
nand2_1           87        326.6
o2bb2ai_1         24        210.2
or4_1             36        270.3
buf_6              9        101.4
nor4_1             7        43.79
No activity file was given, so power comes from the tool's default toggle rates.
